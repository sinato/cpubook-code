==> ./design.v <==
interface ctrl_bus_if();
  logic clk;
  logic n_reset;
  modport master(input clk, input n_reset);
endinterface
interface io_bus_if #(parameter WIDTH) ();
  logic [WIDTH-1:0] switch;
  logic [WIDTH-1:0] led;
  modport master(input switch, output led);
endinterface
interface mem_bus_if #(parameter ADDR_WIDTH, DATA_WIDTH) ();
  logic [ADDR_WIDTH-1:0] addr;
  logic [DATA_WIDTH-1:0] data;
  modport master(output addr, input data);
  modport slave(input addr, output data);
endinterface
module cpu(
    input  logic       clk,
    input  logic       n_rst,
    input  logic [3:0] opecode,
    input  logic [3:0] imm,
    input  logic [3:0] switch,
    output logic [3:0] addr,
    output logic [3:0] led
);
logic [3:0] a, next_a;
dff4 dff_a(.clk, .n_rst, .in(next_a), .out(a));
logic [3:0] b, next_b;
dff4 dff_b(.clk, .n_rst, .in(next_b), .out(b));
logic [3:0] out, next_out;
dff4 dff_output(.clk, .n_rst, .in(next_out), .out(out));
logic cf, next_cf;
dff dff_flag(.clk, .n_rst, .in(next_cf), .out(cf));
logic [3:0] ip, next_ip;
dff4 dff_ip(.clk, .n_rst, .in(next_ip), .out(ip));
always_comb begin
    led = out;
    addr = ip;
    next_cf = 1'b0;
    next_ip = ip + 1;
    next_a = a;
    next_b = b;
    next_out = out;
    unique case(opecode)
        1:  next_b = a;                     
        4:  next_a = b;                     
        3:  next_a = imm;                   
        7:  next_b = imm;                   
        2:  next_a = switch;                
        6:  next_b = switch;                
        9:  next_out = b;                   
        11: next_out = imm;                 
        0:  {next_cf, next_a} = a + imm;    
        5:  {next_cf, next_b} = b + imm;    
        15: next_ip = imm;                  
        14: next_ip = cf ? ip + 1 : imm;    
        default: ;
    endcase
end
endmodule
module dff(
    input logic clk,
    input logic n_rst,
    input logic in,
    output logic out
);
logic a;
always_ff @(posedge clk) begin
    if (~n_rst) a <= 1'b0;
    else        a <= in;
end
assign out = a;
endmodule
module dff4(
    input  logic       clk,
    input  logic       n_rst,
    input  logic [3:0] in,
    output logic [3:0] out
);
logic [3:0] a;
always_ff @(posedge clk) begin
    if (~n_rst) a <= 'b0;
    else        a <= in;
end
assign out = a;
endmodule
module mother_board(
    input  logic       clk,
    input  logic       n_rst,
    input  logic [3:0] switch,
    output logic [3:0] led
);
logic [3:0] addr, opecode, imm;
rom rom(.addr, .opecode, .imm);
cpu cpu(.clk, .n_rst, .opecode, .imm, .switch, .addr, .led);
endmodule
module prescaler #(parameter RATIO = 2) (
  input  logic quick_clock,
  output logic slow_clock
);
  logic [31:0] counter, next_counter;
  logic inv;
  assign inv = (counter == (RATIO/2 - 1));
  assign next_counter = inv ? 32'd0 : counter + 32'd1;
  always_ff @(posedge quick_clock) counter <= next_counter;
  logic next_slow_clock;
  assign next_slow_clock = inv ? ~slow_clock : slow_clock;
  always_ff @(posedge quick_clock) slow_clock <= next_slow_clock;
endmodule
module rom(
  input  logic [3:0] addr,
  output logic [3:0] opecode,
  output logic [3:0] imm
);
always_comb begin
  case (addr)                      
    4'b0000: opecode = 4'b0110;    
    4'b0001: opecode = 4'b1001;    
    4'b0010: opecode = 4'b0011;    
    4'b0011: opecode = 4'b0000;    
    4'b0100: opecode = 4'b1110;    
    4'b0101: opecode = 4'b0101;    
    4'b0110: opecode = 4'b1110;    
    4'b0111: opecode = 4'b1011;    
    4'b1000: opecode = 4'b1011;    
    4'b1001: opecode = 4'b1111;    
    default: opecode = 4'b0000;
  endcase
  case (addr)                      
    4'b0000: imm = 4'b0000;        
    4'b0001: imm = 4'b0000;        
    4'b0010: imm = 4'b1111;        
    4'b0011: imm = 4'b0001;        
    4'b0100: imm = 4'b0011;        
    4'b0101: imm = 4'b0001;        
    4'b0110: imm = 4'b0001;        
    4'b0111: imm = 4'b0000;        
    4'b1000: imm = 4'b1111;        
    4'b1001: imm = 4'b0111;        
    default: imm = 4'b0000;
  endcase
end
endmodule
module top(
  input  logic       pin_clock,
  input  logic       pin_n_reset,
  input  logic [3:0] pin_switch,
  output logic [3:0] pin_led
);
  logic clk;
  prescaler #(.RATIO(100_000_000)) prescaler(
    .quick_clock(pin_clock),
    .slow_clock(clk)
  );
  mother_board mother_board(.clk, .n_rst(pin_n_reset), .switch(pin_switch), .led(pin_led));
endmodule
==> ./run.sh <==
#!/bin/bash
# OpenROAD 26Q1-2900-gdf79404cd8, Yosys 0.63+post, stock flow scripts
make -C /OpenROAD-flow-scripts/flow DESIGN_CONFIG=/design/flow/config.mk WORK_HOME=/design/flow/orfs finish
==> ./config.mk <==
export PLATFORM = sky130hd
export DESIGN_NAME = top
export DESIGN_NICKNAME = top
export VERILOG_FILES = /design/flow/design.v
export SDC_FILE = /design/flow/constraint.sdc
export NUM_CORES = 4
export LEC_CHECK = 1
export CORE_UTILIZATION = 30
==> ./constraint.sdc <==
current_design top

set clk_period 4.7
set clk_io_pct 0.2

create_clock -name clk0 -period $clk_period [get_ports {pin_clock}]

set non_clock_inputs [all_inputs -no_clocks]
set_input_delay [expr $clk_period * $clk_io_pct] -clock clk0 $non_clock_inputs
set_output_delay [expr $clk_period * $clk_io_pct] -clock clk0 [all_outputs]
==> results.txt <==
run results: Max-cap violations=0, CORE AREA=0.009864 mm^2, final total negative setup slack=0 ps, post-CTS sizing=0, ys cells=356, # DRC=0, worst r2r path cells=7, clock tree from TritonCTS=done, Worst Setup End Kind=register, count of unclocked register or latch pins=25, maximum number of pins on one net before global-route repair=27, Placement Rows=36, arrival time of the worst setup path=2100 ps, growth of design area from synthesis to finish=10.24%, global router's overall resource usage=0.1216, final clock skew=3.145 ps, relative slew slack=0.5118, status=finished clean, buffers plus inverters on the worst setup path=1, aggregate routed wire length=6048 um, cell type with the largest total area after synthesis=sky130_fd_sc_hd__dfxtp_1, maximum buffer depth of the clock tree=2, number of distinct standard cells referenced by the synthesized netlist=52, Worst Path Required=4870 ps, worst-case vdd ir drop=0.1041 mV, FP Core Util=0.3123, total of hold buffers inserted after clock tree synthesis=0, sequential area share after synthesis=0.3802, final clock period utilization by the worst path=0.4098, register bit count reported by yosys=58, boundary pin count=10, Main area contributors=sky130_fd_sc_hd__dfxtp_1 37%, sky130_fd_sc_hd__xor2_1 6.3%, sky130_fd_sc_hd__ha_1 6.1%, static power due to leakage=1.351 nW, half-perimeter wire length of the detailed placement result=4431 um, mean cell area of the mapped netlist=8.653 um^2, cell count of the worst hold path=1, kind of critical path=register to register, initial antenna violation count=0, Die Y-Extent=103.3 um, number of vias per cell=4.829, via count of the first global-routing pass=2,219, floorplan die area=0.01068 mm^2, global-route wire length before repair=10,320 um, warning count from the yosys run=5, classification of the worst-slack hold path=register to register, final-layout worst hold slack=458.3 ps, f_max=519.1 MHz, fraction of layout cells with a size suffix above 1=0.06044, fraction of registers with async set/reset=0, Slowest-stage cell, CP=sky130_fd_sc_hd__dfxtp_1, Yosys Chip Area=0.003080 mm^2, clock insertion delay at the later pin of the skew report=280 ps, worst setup slack for register-to-register paths=2770 ps, fin. max-slew vios=0, CTS buffer count=5, most frequent cell after synthesis=sky130_fd_sc_hd__dfxtp_1, cell count after synthesis=356, Detailed Route Iter0 Violations=159, endpoint of the worst register-to-register path=prescaler.counter[21], Hold Path End=prescaler.counter[31], cell types with the highest counts after synthesis=57 x sky130_fd_sc_hd__dfxtp_1, 39 x sky130_fd_sc_hd__nor2_1, 32 x sky130_fd_sc_hd__nand2_1, endpoints left unconstrained=29, maximum net fanout on the critical path=11, count of tool warnings=29, placer's final routability congestion estimate=0.8338, launch point of the worst reg-to-reg path=prescaler.counter[0], post-synthesis cell area=0.003080 mm^2, Finish-stage setup viols=0, Largest delay share family, worst path=simple AND/OR/NAND/NOR gates, min-delay src=prescaler.counter[31], Antenna Cells=0, count of input and output buffers=9, Main synth FF type=sky130_fd_sc_hd__dfxtp_1, slowest stage delay, CP=390 ps, final critical delay including setup and external delays=1926 ps, clock slew at reported path FFs=60 ps, clock root buffer=sky130_fd_sc_hd__clkbuf_8, CTS H-Tree Depth=2, post-synth top area share=0.3704, width of the chip=103.3 um, Tightest Pin Transition=732.3 ps, routed wire length per instance=12.17 um, unrepaired setup endpoints after global routing=no, number of endpoints with negative hold slack in the final report=0, Cell Chain, Critical Path=ha_1 -> nand2_1 -> nor2_1 -> nand2_1 -> nor4_2 -> buf_4 -> nor2_1, count of library flops with an enable pin=1, power density over the cells=150.1 mW/mm^2, antenna viol nets, final=0, total iterations of the first detailed-routing run=4, aggregate global routing overflow=0, vias after detailed routing=2,400, type of origin of the critical path=register, buffer count from post-CTS setup fixing=0
==> layout by cell type (no fill, tap or decap), types with 10 or more instances in the layout <==
cell	instances
sky130_fd_sc_hd__inv_1	15
sky130_fd_sc_hd__a21oi_1	15
sky130_fd_sc_hd__o21ai_0	19
sky130_fd_sc_hd__nand3_1	20
sky130_fd_sc_hd__nor2_1	39
sky130_fd_sc_hd__dfxtp_1	57
sky130_fd_sc_hd__nor3_1	10
sky130_fd_sc_hd__ha_1	15
sky130_fd_sc_hd__nand2_1	32
sky130_fd_sc_hd__xor2_1	22
sky130_fd_sc_hd__xnor2_1	12
==> kinds of logic (layout without fill, tap and decap cells) <==
| group | after synthesis | after routing | share of synthesized area |
|---|---|---|---|
| muxes | 10 | 10 | 0.03493 |
| AOI/OAI and AO/OA | 69 | 69 | 0.1491 |
| adders and majority gates | 17 | 17 | 0.07392 |
| and+or+nand+nor | 140 | 140 | 0.2287 |
| buffers and inverters | 28 | 36 | 0.03656 |
| DFF | 58 | 58 | 0.3802 |
| xor gates and xnor gates | 34 | 34 | 0.09667 |
==> flip-flops by register name, summed over array words and instances (netlist names) <==
signal                         cells
mother_board.cpu.imm               4
mother_board.cpu.opecode           4
mother_board.cpu.dff_a.a           4
prescaler.slow_clock               1
mother_board.cpu.dff_ip.a          4
mother_board.cpu.dff_flag.a        1
mother_board.cpu.dff_b.a           4
prescaler.counter                 32
mother_board.cpu.dff_output.a      4
==> worst register-to-register path, delay by kind of cell, from the launching register on <==
kind | cells | cell delay, ps
fa+ha+maj | 1 | 250
buf+inv | 1 | 280
flops | 1 | 390
simple gates | 5 | 900
==> layer usage <==
layer,global-route usage,up-vias,wire [um]
met2,0.1928,29,2691
met3,0.01913,7,207
met5,0,-,0
met1,0.1845,1097,3095
met4,0.01083,0,53
li1,-,1267,-
==> area by class of cell <==
type | count | area [um^2]
clock buffer | 7 | 86.33
inverter | 18 | 70.07
multi-input combinational | 270 | 1797
tap | 133 | 166.4
fill | 971 | 6469
sequential | 58 | 1171
timing repair buffer | 11 | 105.1
==> stage by stage <==
stage | util | power, mW | area [um^2] | std cells | worst slack, ps
floorplan | - | 0.2989 | 3080 | 356 | 2954
global placement | 0.3355 | 0.3062 | 3309 | 490 | 2857
detailed placement | 0.3355 | 0.3061 | 3309 | 490 | 2816
CTS | 0.3442 | 0.5167 | 3396 | 497 | 2791
global route | 0.3442 | 0.5330 | 3396 | 497 | 2589
finish | 0.3442 | 0.5097 | 3396 | 497 | 2774
==> worst max-delay path by stage <==
stage,from,end,depth (start not counted)
CTS,prescaler.counter[0],prescaler.counter[21],7
global route,prescaler.counter[0],prescaler.counter[21],7
finish,prescaler.counter[0],prescaler.counter[21],7
==> power breakdown <==
part,switching [mW],internal [mW],total (mW),leakage (nW)
Clock,0.0938,0.116,0.210,0.0443
Sequential,0,0.281,0.281,0.475
Combinational,0.00982,0.00879,0.0186,0.831
Total,0.104,0.406,0.510,1.35
Power figures rest on the tool's default switching activity, not on a simulated workload.
